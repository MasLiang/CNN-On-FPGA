File: design/flow/run.sh
#!/bin/bash
# OpenROAD 26Q1-2900-gdf79404cd8, Yosys 0.63+post, stock flow scripts
make -C /OpenROAD-flow-scripts/flow DESIGN_CONFIG=/design/flow/config.mk WORK_HOME=/design/flow/orfs finish
File: design/flow/config.mk
export PLATFORM = sky130hd
export DESIGN_NAME = maxpool_one_clk
export DESIGN_NICKNAME = maxpool_one_clk
export VERILOG_FILES = /design/flow/design.v
export SDC_FILE = /design/flow/constraint.sdc
export NUM_CORES = 4
export LEC_CHECK = 1
export CORE_AREA = 10 10 103 103
export DIE_AREA = 0 0 113 113
File: design/flow/constraint.sdc
current_design maxpool_one_clk

set clk_period 15.8
set clk_io_pct 0.2

create_clock -name clk0 -period $clk_period [get_ports {clk_in}]

set non_clock_inputs [all_inputs -no_clocks]
set_input_delay [expr $clk_period * $clk_io_pct] -clock clk0 $non_clock_inputs
set_output_delay [expr $clk_period * $clk_io_pct] -clock clk0 [all_outputs]
File: design/flow/design.v
`timescale 1ns / 1ps
module maxpool_one_clk
	#(
	parameter			bits				=		16	,
	parameter			bits_shift		=		4	,
	parameter 			pool_size		=		4	,
	parameter			pool_size_2		=		3	,
	parameter			clk_num			=		2	
	)
	(
	input																	clk_in		,
	input																	rst_n			,
	input			[(pool_size<<bits_shift)-1:0]					data_in		,
	input 																start			,
	output		[bits-1:0]											data_out		,
	output		reg													ready		
    );
reg 					[pool_size_2-1:0]					cnt										;
wire	unsigned		[bits-1:0]							data_temp	[0:clk_num-1]			;
reg															flag										;
wire	unsigned		[bits-1:0]							data_in_reg		[0:pool_size-1]	;
genvar i,j ;
generate
	for (i = 0; i < pool_size; i = i + 1)
	begin
		assign	data_in_reg[i]						=				data_in[(i<<bits_shift)+bits-1:(i<<bits_shift)];
	end
	for (j = 0; j < clk_num; j = j + 1)
	begin
		assign	data_temp[j]						=				(data_in_reg[(j<<1)+1]<data_in_reg[j<<1])?data_in_reg[(j<<1)]:data_in_reg[(j<<1)+1];
	end
endgenerate
assign		data_out = (data_temp[0]< data_temp[1])?data_temp[1]:data_temp[0];
always@(posedge clk_in or negedge rst_n)
begin
	if(~rst_n)
	begin
		cnt							<=							0;
		ready							<=							1'b0;
		flag							<=							1'b0;
	end
	else
	begin
		if(start||flag)
		begin
			if(cnt < clk_num-1)
			begin
				ready										<=								1'b1;
				flag										<=								1'b1;
				cnt										<=								cnt	+	1'b1;
			end
			else
			begin
				flag										<=								1'b0;
				cnt										<=								1'b0;
				ready										<=								1'b0;
			end
		end
	end
end
endmodule
==> run_results.csv <==
group,metric,value,unit
floorplan,die_area,0.0128,mm^2
clock_tree,htreeDepth,1,
critical_path,path_delay_family,"AND-OR/OR-AND gates",
synthesis,synth.avg_cell_area,7.00,um^2
critical_path,cp-end-kind,"output port",
drt,drcViolationCount,0,
place,pre_cts_ws,4.57,ns
pwr,clkPwrFrac,10.4,%
clock_tree,cts-root-buf,"clkbuf_8",
drt,n_antenna_cell,0,
global_routing,grtUsageTotal,11.3,%
clock_tree,cts_resized,0,
sta,fin_setup_tns,0,ns
critical_path,cp_slowest_cell,"o21ai_0",
drt,wl_met2,3530,um
clock_tree,clk_latency,0.22,ns
synthesis,yosysChipArea,0.00212,mm^2
sta,hold_ws,0.483,ns
synthesis,synthCells,303,
sta,period_minus_slack,11.24,ns
synthesis,ys.flop_type,"dfrtp_1",
synthesis,yosysTopAreaCellShare,27.1,%
pwr,comb_power_share,81.5,%
pwr,p_leak,1.41,nW
finish,layout_top_cells,"clkdlybuf4s50_1 (83), ha_1 (46), o21ai_0 (39)",
synthesis,ys_ff,4,
sta,clock.fmax,89.0,MHz
pwr,seqPwrFrac,8.1,%
pwr,report.power.total,206,uW
pwr,ir_drop,0.0683,mV
global_routing,grt_max_degree,34,
status,status,"complete, no violations",
sta,fin_skew,0.00233,ns
floorplan,die-width,113,um
synthesis,synthArstFlopShare,100,%
global_routing,globalRouteOverflowTotal,0,
place,dp_hpwl,6320,um
place,gp_congestion,0.872,
drt,wl_met1,3490,um
pwr,internal_power,117,uW
clock_tree,post_cts_buffers,0,
floorplan,initial_utilization,25.6,%
drt,viasPerCell,5.11,
synthesis,yosysUniqueCellTypes,39,
drt,drtIter0Drc,74,
sta,rsz0062_at_grt,"false",
finish,num-fill-cells,856,
clock_tree,clkTransAtPathRegs,0.03,ns
finish,drive_gt1_share,5.00,%
finish,layout.cells.most_common,"clkdlybuf4s50_1",
finish,area_delta_synth_final,46.3,%
pwr,power_switching,89.3,uW
critical_path,cp_slowest_stage_delay,0.57,ns
synthesis,ys_cells,303,
clock_tree,holdBufCountCts,0,
sta,timing_hold_violations_final,0,
sta,fin_ws,4.56,ns
drt,drt.antenna.violating_nets,0,
synthesis,ys_seq_share,4.72,%
floorplan,ioPinCount,84,
synthesis,synthTopCellsByArea,"ha_1 (27%), o21ai_0 (9.2%), mux2i_1 (7.5%)",
floorplan,die_h,113,um
drt,drt_first_pass_iters,4,
floorplan,fp.coreArea,0.00830,mm^2
run,maxCapViolations,0,
sta,final.period_utilization,71.1,%
clock_tree,clock_tree.buffer_depth,2,
clock_tree,cts_made_buffers,3,
drt,dr_wl_met3,521,um
clock_tree,cts_sinks,4,
sta,setup_viol,0,
synthesis,ys_warn_count,1,
critical_path,arrival,8.08,ns
synthesis,edf_count,0,
clock_tree,tritoncts,"yes",
critical_path,crit_type,"in2out",
pwr,switching_share,43.3,%
critical_path,crit_chain,"clkdlybuf4s50_1 > inv_1 > ha_1 > and4_1 > a221o_1 > o21ai_0 > nand2_1 > o21ai_0 > ha_1 > a21o_1 > a21o_1 > a21oi_1 > o21ai_0 > a221oi_2 > buf_4 > o22ai_1 > nor3_1 > clkdlybuf4s50_1",
critical_path,path_buffers,4,
global_routing,grt_pass1_wl,12300,um
critical_path,startpoint_type,"input pin",
drt,drt_wl_total,7570,um
sta,relSlewSlack,50.6,%
place,port_buffers,83,
min_path,holdCritPathClass,"reg2reg",
drt,dr.max_layer_used,"met4",
critical_path,crit_top_cell,"o21ai_0",
run,warning_count,25,
pwr,power_density,66.4,mW/mm^2
floorplan,core.rowCount,33,
sta,worst_pin_slew,0.739,ns
drt,wl_per_cell,15.6,um
synthesis,synth_area,0.00212,mm^2
synthesis,yosys.area.top_type,"ha_1",
critical_path,crit_fanout,33,
sta,slew_viol_final,0,
global_routing,antenna_found_initial,0,
global_routing,grt_pass1_vias,2463,
critical_path,required,12.64,ns
drt,vias,2478,
==> per-stage QoR <==
step	area [um^2]	utilization [%]	cells
floorplan	2120	-	303
global placement	3060	36.9	482
detailed placement	3060	36.9	482
CTS	3100	37.4	485
global route	3100	37.4	485
finish	3100	37.4	485
==> synth_stat cells (2+ instances only) <==
| cell type | number |
|---|---|
| ha_1 | 46 |
| o21ai_0 | 39 |
| inv_1 | 30 |
| nand2_1 | 29 |
| a21oi_1 | 28 |
| nor3_1 | 17 |
| mux2i_1 | 16 |
| nor4_1 | 15 |
| o22ai_1 | 15 |
| clkbuf_1 | 11 |
| a21o_1 | 8 |
| nor2_1 | 6 |
| dfrtp_1 | 4 |
| a211oi_1 | 3 |
| and4_1 | 3 |
| nand3_1 | 3 |
| nor4_2 | 3 |
| a22o_1 | 2 |
| and2_1 | 2 |
| nand2b_1 | 2 |
| nand4_1 | 2 |
| o21a_1 | 2 |
==> power by group through the flow <==
stage                 Clock [mW]  Sequential [mW]  Combinational [mW]
after CTS                 0.0220           0.0166               0.170
after global routing      0.0226           0.0172               0.191
final                     0.0215           0.0166               0.168
==> worst paths after layout <==
kind | from | endpoint | slack (ns) | cells after the start
min in group asynchronous | rst_n | cnt[1] | 3.14 | 1
worst max-delay path | data_in[6] | data_out[9] | 4.56 | 18
worst min-delay path | cnt[2] | flag | 0.48 | 1
worst max register to register | cnt[1] | cnt[2] | 14.55 | 2
worst min register to register | cnt[2] | flag | 0.48 | 1
max in group asynchronous | rst_n | cnt[2] | 12.50 | 1
==> state kept, by name, summed over array words and instances (netlist names) <==
signal,count
cnt,3
flag,1
==> layer usage <==
metal,vias up,GRT usage (%)
met3,2,2.72
met5,-,0
met2,68,19.0
li1,1300,-
met4,0,0.423
met1,1108,15.1
==> final cells by class <==
type | count | area (um^2) | share of cell area (%)
multi-input cells | 255 | 1850 | 59.6
repair buffers | 88 | 868 | 28.0
well taps | 105 | 131 | 4.23
inverters | 30 | 113 | 3.63
flip-flops and latches | 4 | 100 | 3.22
clock buffers | 3 | 41.3 | 1.33
==> cells by family after synthesis <==
logic type | synth area share [%]
compound gates | 30.2
mux | 8.78
flops | 4.72
buf+inv | 8.37
fa+ha+maj | 27.1
simple gates | 20.8
Power and IR drop assume default switching activity.
