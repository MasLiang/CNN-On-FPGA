==> design/flow/design.v <==
`timescale 1ns / 1ps
module maxpool
#(
	parameter			bits				=		8	,
	parameter 			pool_size		=		4	,
	parameter			pool_size_2		=		3	
	)
	(
	input 																clk_in		,
	input 																rst_n			,
	input 	unsigned		[bits-1:0]								data_in		,
	input 																start			,
	output 	reg			[bits-1:0]								data_out		,
	output	reg														ready
    );
reg 					[pool_size_2-1:0]					cnt			;
reg	unsigned		[bits-1:0]							data_temp	;
reg															flag			;
always@(posedge clk_in or negedge rst_n)
begin
	if(~rst_n)
	begin
		cnt							<=							0;
		data_temp					<=							0;
		ready							<=							1'b0;
		flag							<=							1'b0;
	end
	else
	begin
		if(start||flag)
		begin
			if(cnt < pool_size-1)
			begin
				ready										<=								1'b0;
				flag										<=								1'b1;
				cnt										<=								cnt	+	1'b1;
				if(data_temp	<	data_in)
					data_temp							<=								data_in;
			end
			else
			begin
				flag										<=								1'b0;
				cnt										<=								1'b0;
				if(data_temp	<	data_in)
					data_out								<=								data_in;
				else
					data_out								<=								data_temp;
				data_temp								<=								0;
				ready										<=								1'b1;
			end
		end
	end
end
endmodule
==> design/flow/run.sh <==
#!/bin/bash
# OpenROAD 26Q1-2900-gdf79404cd8, Yosys 0.63+post, stock flow scripts
make -C /OpenROAD-flow-scripts/flow DESIGN_CONFIG=/design/flow/config.mk WORK_HOME=/design/flow/orfs finish
==> design/flow/config.mk <==
export PLATFORM = sky130hd
export DESIGN_NAME = maxpool
export DESIGN_NICKNAME = maxpool
export VERILOG_FILES = /design/flow/design.v
export SDC_FILE = /design/flow/constraint.sdc
export NUM_CORES = 4
export LEC_CHECK = 1
export CORE_AREA = 10 10 105 105
export DIE_AREA = 0 0 115 115
==> design/flow/constraint.sdc <==
current_design maxpool

set clk_period 3.9
set clk_io_pct 0.2

create_clock -name clk0 -period $clk_period [get_ports {clk_in}]

set non_clock_inputs [all_inputs -no_clocks]
set_input_delay [expr $clk_period * $clk_io_pct] -clock clk0 $non_clock_inputs
set_output_delay [expr $clk_period * $clk_io_pct] -clock clk0 [all_outputs]
==> results.tsv <==
metric	value	unit
edf_count	8	
placement.setup.worst_slack	0.568	ns
cts_max_level	1	
power_switching	322	uW
final_setup_violation_count	0	
yosysTopAreaCell	dfrtp_1	
die-height	115	microns
synthesis.area_per_instance	11.8	sq um
post_synth_main_area_contributors	dfrtp_1 (32%), edfxtp_1 (23%), ha_1 (9.7%)	
layout-drive-gt1-share	7.34	%
critical_path_arrival	3.27	ns
synth-async-reset-ratio	61.9	%
hp-start	flag	
ys_cells	87	
routability_cong	0.807	
cap_violations	0	
dpl-instance-area	1350	sq um
fin_crit_sh	80.1	%
cellInternalPower	594	uW
finalCriticalPeriod	3.13	ns
clkPwrFrac	15.4	%
antennaDiodeCount	0	
timing.critical_path.fanout_max	16	
switching_share	35.2	%
timing.hold.ws	0.514	ns
vias_in_the_first_global_route	767	
drt-pass1-iter-count	4	
worstPathRequired	4.05	ns
seqPwrFrac	41.1	%
cts.reportedPaths.clkPinSlew	0.08	ns
most_popular_library_cell_in_the_synthesized_design_by_count	dfrtp_1	
log.warning_count	25	
dominantRegCellSynth	dfrtp_1	
startpoint	data_in[7]	
area_overhead_of_the_layout_relative_to_synthesis	36.1	%
pwr_total	916	uW
timing.fmax	320	MHz
worst_ir_drop_vdd	0.166	mV
wl	2270	microns
tritoncts_num_sinks	21	
fin_area	1400	sq um
timing.critical_path.slowest_stage_cell	o31ai_2	
synth.yosys.warnings	1	
die.size.x	115	microns
clock_path_buffers	2	
cts_tree	done	
viasPerCell	3.33	
critical_path.cell_chain	clkdlybuf4s50_1 -> inv_1 -> ha_1 -> nand4_1 -> o31ai_2 -> nor2b_1 -> a22o_1	
cts.repair_timing.setup_buffer_count	0	
cpPeakStageDelay	0.87	ns
fp-utilization	11.7	%
dr_drc_count	0	
finalWorstSetupSlack	0.774	ns
syn_inst	87	
postSynthSeqShare	55.1	%
synth_largest_type_area_fraction	31.7	%
worstSkewPairLatency	0.26	ns
crit_path_start_kind	input port	
gr-total-overflow	0	
worst_slew_margin_relative_to_its_limit	33.8	%
run_status	finished, final reports clean	
yosysChipArea	1030	sq um
dr_total_vias	722	
number_of_antenna_violations_at_the_first_check_in_global_routing	0	
worst_r2r_startpoint	data_temp[5]	
synth.top_cells.by_count	dfrtp_1 (13), a22o_1 (10), edfxtp_1 (8), ha_1 (8), nand2_1 (8)	
routed_length_per_instance	10.5	microns
worst-slew-pin-transition	0.988	ns
io_buffer_count	19	
postCtsHoldBufs	0	
post_cts_resize_count	0	
power.density_cell_area	655	nW/um^2
tritoncts_buffer_count	3	
finalMaxSlewViolations	0	
initialDrtViolationCount	15	
dp.final_hpwl	1790	microns
finalClockSkew	0.00270	ns
fp.coreArea	8760	sq um
crit_type	in -> reg	
io-pin-count	20	
grtUsageTotal	3.67	%
hold_viol	0	
synth-seq-cells	21	
p_comb_share	43.5	%
hold_path_class	reg -> reg	
count_of_unique_library_cells_instantiated_by_yosys	25	
postRouteAntennaNets	0	
unrepaired_setup_endpoints_after_global_routing	no	
placement_rows	34	
setup-tns-final	0	ns
grt_max_degree	17	
endpoint_kind	flip-flop	
wire_length_of_the_first_global_routing_pass	3900	microns
static-leakage-power	0.566	nW
clock_tree.root_cell	clkbuf_8	
syn_area	1030	sq um
die_area	13200	sq um
power groups by stage:
stage / Clock (mW) / Combinational [mW] / Sequential (mW)
finish: 0.141 / 0.398 / 0.377
global route: 0.158 / 0.459 / 0.390
CTS: 0.147 / 0.399 / 0.376
flip-flops by register name (all words and copies together), names as in the netlist:
signal and flops:
cnt 3, data_out 8, data_temp 8, flag 1, ready 1
final timing paths:
kind | depth (start not counted) | to | slack [ns]
max | 7 | data_temp[6] | 0.77
min | 2 | ready | 0.51
max reg2reg | 5 | data_temp[6] | 1.43
min reg2reg | 2 | ready | 0.51
max in group asynchronous | 1 | data_temp[5] | 2.58
min in group asynchronous | 1 | data_temp[3] | 0.91
critical path: cells and delay by family:
kind,cells,cell delay [ns]
AND-OR/OR-AND,2,1.15
adder cells (fa/ha/maj),1,0.29
AND/OR/NAND/NOR,2,0.50
buffers and inverters,2,0.55
stage by stage:
step           instances  utilization, %
2_1_floorplan         87               -
3_3_place_gp         213            15.4
3_5_place_dp         213            15.4
4_1_cts              217            15.9
5_1_grt              217            15.9
6_report             217            15.9
cells in the final DEF, fill, tap and decap left out:
cell type        instances
clkdlybuf4s50_1         19
dfrtp_1                 13
a22o_1                  10
nand2_1                  8
ha_1                     8
edfxtp_1                 8
inv_1                    7
o21ai_0                  7
nor2_1                   5
clkbuf_8                 3
o21a_1                   2
a21oi_1                  2
nor2b_1                  2
nor3_1                   2
nand4_1                  1
nand2b_1                 1
a2111oi_4                1
a211o_1                  1
o31ai_2                  1
mux2_2                   1
nor3b_1                  1
o21ai_1                  1
a31oi_1                  1
o31a_1                   1
a21o_1                   1
clkinv_2                 1
buf_4                    1
final cells by class:
class	count	area [sq um]
multi-input combinational	57	427
tap	108	135
fill	978	7370
inverter	7	26.3
clock inverter	1	5.00
clock buffer	3	41.3
timing repair buffer	20	198
sequential	21	566
kinds of logic after synthesis:
| family | after synthesis | synth area share, % |
|---|---|---|
| adder cells (fa/ha/maj) | 8 | 9.74 |
| multiplexers | 1 | 1.10 |
| flip-flops | 21 | 55.1 |
| AND/OR/NAND/NOR | 20 | 8.89 |
| AND-OR/OR-AND | 28 | 21.8 |
| buffers and inverters | 9 | 3.41 |
layer usage:
metal	GRT usage [%]	up-vias	wire length, microns	share of wire (%)
met5	0	-	0	0
met4	0.248	0	10	0.44
met3	2.00	2	229	10
met2	5.52	15	1020	45
met1	4.78	338	1020	45
li1	-	367	-	-
Power is estimated from default activity; no workload was simulated.
